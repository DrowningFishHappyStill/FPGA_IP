**flow/config.mk**
```make
export PLATFORM = sky130hd
export DESIGN_NAME = sync_fifo
export DESIGN_NICKNAME = sync_fifo
export VERILOG_FILES = /design/flow/design.v
export SDC_FILE = /design/flow/constraint.sdc
export NUM_CORES = 4
export LEC_CHECK = 1
export CORE_UTILIZATION = 40
```
**flow/constraint.sdc**
```tcl
current_design sync_fifo

set clk_period 5.8
set clk_io_pct 0.2

create_clock -name clk0 -period $clk_period [get_ports {i_clk}]

set non_clock_inputs [all_inputs -no_clocks]
set_input_delay [expr $clk_period * $clk_io_pct] -clock clk0 $non_clock_inputs
set_output_delay [expr $clk_period * $clk_io_pct] -clock clk0 [all_outputs]
```
**flow/design.v**
```verilog
`timescale 1ns / 1ps
module sync_fifo
#(				
    parameter   ADDR_WIDTH   =   4 ,
    parameter   DATA_WIDTH   =   8   
)
(
    input                               i_rst_n  		,
    input                               i_clk    		,
    input                               i_wr_en  		,
    input                               i_rd_en  		,			 
    input   [DATA_WIDTH - 1:0]          i_din    		,
    output  [DATA_WIDTH - 1:0]     		o_dout   		,
	output   						    o_empty			,
  	output   						    o_full		 
);
localparam  depth   =   1 << ADDR_WIDTH ;
integer     i   ;
reg		[ADDR_WIDTH    :0]	count					   ;
reg		[ADDR_WIDTH - 1:0]	wr_addr					   ;
reg		[ADDR_WIDTH - 1:0]	rd_addr					   ;
wire						ram_wr_en				   ;
wire							ram_rd_en				   ;
wire						full					   ;
wire						empty					   ;
tp_ram
#(				
    .ADDR_WIDTH   (ADDR_WIDTH			) ,
    .DATA_WIDTH   (DATA_WIDTH			)   
)
u_tp_ram( 
    .rst_n       (i_rst_n	),
    .clka        (i_clk		),
    .clkb        (i_clk		),
    .wr_en       (ram_wr_en	),
    .wr_addr     (wr_addr	),
    .din         (i_din		),       
    .rd_en       (ram_rd_en	),
    .rd_addr     (rd_addr	),
    .dout        (o_dout	)
);
assign empty = (count == 0) ? 1'b1 : 1'b0 		;
assign full  = (count == depth) ? 1'b1 : 1'b0 	;
assign ram_wr_en = (i_wr_en && (~full))  ? 1'b1 : 1'b0 ;
assign ram_rd_en = (i_rd_en && (~empty)) ? 1'b1 : 1'b0 ;
always @(posedge i_clk or negedge i_rst_n)begin
if(!i_rst_n)
    count             <=  0                   ;
else if(i_wr_en && i_rd_en)   
    count             <= count   			  ;
else if(i_wr_en && (~full))
    count             <= count   + 1'b1		  ;
else if(i_rd_en && (~empty))
    count             <= count   - 1'b1		  ;
else    
    count             <= count   			  ;	
end
always @(posedge i_clk or negedge i_rst_n)begin
if(!i_rst_n) 
    wr_addr          <=  0                    ;	 
else if(full == 0 && i_wr_en == 1 )   
    wr_addr          <=  wr_addr  + 1'b1      ; 
else    
    wr_addr          <=  0                    ;
end
always @(posedge i_clk or negedge i_rst_n)begin
if(!i_rst_n) 
    rd_addr          <=  0                    ;	 
else if(empty == 0 && i_rd_en == 1 )   
    rd_addr          <=  rd_addr  + 1'b1      ; 
else    
    rd_addr          <=  rd_addr              ;
end
endmodule
`timescale 1ns / 1ps
module tp_ram
#(				
    parameter   ADDR_WIDTH   =   9 ,
    parameter   DATA_WIDTH   =   8   
)
(
    input                               rst_n       ,
    input                               clka        ,
    input                               clkb        ,
    input                               wr_en       ,
    input   [ADDR_WIDTH - 1:0]          wr_addr     ,
    input   [DATA_WIDTH - 1:0]          din         ,        
    input                               rd_en       ,
    input   [ADDR_WIDTH - 1:0]          rd_addr     ,
    output  [DATA_WIDTH - 1:0]          dout        
);
localparam  depth   =   1 << ADDR_WIDTH ;
integer     i   ;
reg     [DATA_WIDTH - 1:0]  data_buffer[depth - 1:0]   ;                    
reg                         wr_conflict                ;
reg     [DATA_WIDTH - 1:0]  din_d1                     ;  
reg     [DATA_WIDTH - 1:0]  dout_buff                  ;
assign  dout = (wr_conflict == 1'b1) ? din_d1 : dout_buff   ;
always @(posedge clkb or negedge rst_n)begin
if(!rst_n)
    din_d1                   <= 0                 ;       
else
    din_d1                   <= din               ;   
end
always @(posedge clkb or negedge rst_n)begin
if(!rst_n)
    wr_conflict              <= 1'b0              ;       
else if(wr_en && rd_en && (wr_addr == rd_addr) )
    wr_conflict              <= 1'b1              ;  
else
    wr_conflict              <= 1'b0              ;  
end
always @(posedge clka or negedge rst_n)begin
if(!rst_n)
    for(i = 0; i < depth ;i = i + 1)
        data_buffer[i]          <= 0                   ;
else if(wr_en) 
    data_buffer[wr_addr]     <= din                 ;
else
    data_buffer[wr_addr]     <= data_buffer[wr_addr];  
end
always @(posedge clkb or negedge rst_n)begin
if(!rst_n)
    dout_buff             <=  0                   ;
else if(rd_en)   
    dout_buff             <= data_buffer[rd_addr] ;
else
    dout_buff             <=  dout_buff           ;  
end
endmodule
```
**flow/run.sh**
```bash
#!/bin/bash
# OpenROAD 26Q1-2900-gdf79404cd8, Yosys 0.63+post, stock flow scripts
make -C /OpenROAD-flow-scripts/flow DESIGN_CONFIG=/design/flow/config.mk WORK_HOME=/design/flow/orfs finish
```
==> impl_table.tex <==
% Auto-generated results table
\begin{tabular}{lr}
\hline
Metric & Value \\
\hline
\multicolumn{2}{l}{\textbf{Run status}} \\
\quad Status & finished clean \\
\multicolumn{2}{l}{\textbf{Placed design}} \\
\quad Worst slack after detailed placement & 2.11 ns \\
\quad Post-Place Cells & 1113 \\
\quad Final weighted congestion in routability-driven placement & 0.898 \\
\quad Number of port buffers & 19 \\
\quad DPL Wire Length & 16100 um \\
\multicolumn{2}{l}{\textbf{Synthesis}} \\
\quad Avg Synthesized Cell Area & 9.37 um\^{}2 \\
\quad Yosys stat chip area & 8240 um\^{}2 \\
\quad Library cell with the largest summed area after synthesis & sky130\_fd\_sc\_hd\_\_dfrtp\_1 \\
\quad Synth warn & 5 \\
\quad EDFF count, synth & 0 \\
\quad Ranking of synthesized cells by area & sky130\_fd\_sc\_hd\_\_dfrtp\_1 (48\%), sky130\_fd\_sc\_hd\_\_o21ai\_0 (8.9\%), sky130\_fd\_sc\_hd\_\_nand2\_1 (7.9\%), sky130\_fd\_sc\_hd\_\_mux2\_2 (2.9\%), sky130\_fd\_sc\_hd\_\_a22oi\_1 (2.5\%) \\
\quad Number of distinct library cells after synthesis & 66 \\
\quad Fraction of the yosys area taken by sequential cells & 48.0\% \\
\quad Yosys cell count & 880 \\
\quad Post-synth ARST share & 100\% \\
\quad Fraction of post-synthesis cell area in the top cell type by area & 48.0\% \\
\quad Syn Std Cell Area & 8240 um\^{}2 \\
\quad Flops \& latches, synth & 158 \\
\quad Most common reg cell & sky130\_fd\_sc\_hd\_\_dfrtp\_1 \\
\quad Synthesized instance count & 880 \\
\multicolumn{2}{l}{\textbf{Drt}} \\
\quad Number of detailed-route iterations in the first pass & 6 \\
\quad Antenna diode count & 0 \\
\quad Remaining antenna violation count after routing & 0 \\
\quad Overall via count from detail\_route & 7040 \\
\quad Number of design-rule violations left by the first detailed-router iteration & 883 \\
\quad Overall routed net length & 25900 um \\
\quad Number of DRC violations after detailed routing & 0 \\
\quad DR WL/cell & 22.7 um \\
\quad Via density per instance & 6.15 \\
\multicolumn{2}{l}{\textbf{Power and ir drop}} \\
\quad Pwr per Cell Area & 536 nW/um\^{}2 \\
\quad Internal power of the cells & 2.97 mW \\
\quad Leakage component of the power & 3.95 nW \\
\quad Worst IR Drop VDD & 0.208 mV \\
\quad Combinational group share of total power & 40.9\% \\
\quad Clk network pwr share & 24.9\% \\
\quad Switch share & 40.0\% \\
\quad Net switching power of the design & 1.98 mW \\
\quad Sequential share of power & 34.1\% \\
\multicolumn{2}{l}{\textbf{Timing}} \\
\quad Period utilization & 58.4\% \\
\quad Worst max-slew margin expressed relative to the limit & 39.3\% \\
\quad Setup repair after global routing missed its margin & false \\
\quad Post-Route Setup TNS & 0 ns \\
\quad Measured slew at the worst slew-check pin & 0.909 ns \\
\quad Worst hold-check slack & 0.478 ns \\
\quad Worst Setup Slack, final & 2.41 ns \\
\quad Final setup violation count & 0 \\
\quad Hold violation total from the final report & 0 \\
\quad Fmax achieved & 295 MHz \\
\quad Post-route minimum period & 3.39 ns \\
\quad Max-slew violations & 0 \\
\quad Worst setup skew after layout & 0.00592 ns \\
\multicolumn{2}{l}{\textbf{Clocking}} \\
\quad Clock slew seen by the registers of the worst setup and hold paths & 0.07 ns \\
\quad Num Clock Sinks & 158 \\
\quad Cts hold-fix bufs & 0 \\
\quad \# Post-CTS Setup Buffers & 0 \\
\quad Post-CTS sizing & 0 \\
\quad Clk root buf & sky130\_fd\_sc\_hd\_\_clkbuf\_16 \\
\quad Total number of H-tree levels & 4 \\
\quad TritonCTS clock tree & yes \\
\quad Clk Latency, worst-skew pair & 0.43 ns \\
\quad TritonCTS Buffers & 17 \\
\quad CTS max path bufs & 2 \\
\multicolumn{2}{l}{\textbf{Floorplan}} \\
\quad Die X-Extent & 146 um \\
\quad Height of the die & 146 um \\
\quad Chip area & 21200 um\^{}2 \\
\quad Pre-placement core utilization & 40.7\% \\
\quad Core area & 20200 um\^{}2 \\
\quad Number of standard-cell rows in the floorplan & 52 \\
\quad Count of pins on the block boundary & 22 \\
\multicolumn{2}{l}{\textbf{Critical path}} \\
\quad Cells traversed along the worst timing path & or4\_1 > o21ai\_4 > inv\_2 > a211o\_1 > o41ai\_4 > o21ai\_0 \\
\quad Data arrival at the endpoint of the critical path & 3.66 ns \\
\quad Category of the worst setup path launch point & flop \\
\quad Data required time of the critical path & 6.08 ns \\
\quad Crit Path Class & flop to flop \\
\quad CP Max Fanout & 16 \\
\quad Critical path's largest stage delay & 0.78 ns \\
\quad Slowest cell on crit path & sky130\_fd\_sc\_hd\_\_o41ai\_4 \\
\quad Category of the worst setup path capture point & flop \\
\multicolumn{2}{l}{\textbf{GRT}} \\
\quad Global Route Usage Sum & 26.1\% \\
\quad Residual overflow from global routing & 0 \\
\quad Vias in the first global route & 6641 \\
\quad Largest net degree at the start of global routing & 69 \\
\quad Number of antenna violations at the first check in global routing & 0 \\
\quad Wire length of the first global-routing pass & 40700 um \\
\multicolumn{2}{l}{\textbf{Job}} \\
\quad Number of warnings the tools reported & 32 \\
\quad Max\_cap viols & 0 \\
\multicolumn{2}{l}{\textbf{Finish}} \\
\quad Commonest non-fill, non-tap cell in the layout & sky130\_fd\_sc\_hd\_\_nand2\_1 \\
\quad Syn-to-layout area delta & 12.2\% \\
\quad Non-filler instance count after layout & 1145 \\
\quad Commonest cells after routing, fill and taps aside & sky130\_fd\_sc\_hd\_\_nand2\_1 (174), sky130\_fd\_sc\_hd\_\_dfrtp\_1 (157), sky130\_fd\_sc\_hd\_\_o21ai\_0 (147) \\
\quad Fraction of layout instances using a drive strength above 1 & 10.5\% \\
\multicolumn{2}{l}{\textbf{Hold path}} \\
\quad Class of the worst hold path & flop to flop \\
\hline
\end{tabular}
critical path, delay by kind of cell (launching register included):
family	cells	cell delay, ns
buffers and inverters	1	0.26
AND/OR/NAND/NOR	1	0.66
AND-OR/OR-AND	4	1.89
flip-flops	1	0.41
flip-flops by register name, indices dropped and copies added (netlist names):
register	flops
u_tp_ram.data_buffer	128
u_tp_ram.din_d1	8
u_tp_ram.dout_buff	8
count	5
rd_addr	4
wr_addr	4
u_tp_ram.wr_conflict	1
per-layer routing:
layer,share of wire (%),up-vias,global-route usage (%)
met4,2.7,0,5.37
met3,8.9,64,5.89
met1,45,3469,42.3
met5,0,-,0
met2,43,334,37.1
li1,-,3173,-
stage by stage:
stage                     utilization [%]  power (mW)  area, um^2
after floorplan                         -        3.05        8250
after global placement               42.5        3.67        8600
after detailed placement             42.5        3.69        8600
after CTS                            45.7        4.93        9250
after global routing                 45.7        5.24        9250
final                                45.7        4.95        9250
power groups by stage:
stage / sequential (mW) / combinational (mW) / clock, mW
global route: 1.73 / 2.22 / 1.30
finish: 1.69 / 2.03 / 1.23
CTS: 1.69 / 1.99 / 1.25
area by class of cell:
class / instances / area, um^2
timing repair buffer: 41 / 357
sequential: 158 / 3960
clock buffer: 18 / 429
clock inverter: 14 / 216
inverter: 15 / 56.3
multi-input combinational: 629 / 3890
tap: 270 / 338
fill: 1901 / 11000
cell families (layout without fill, tap and decap cells):
family	after synthesis	count (layout)	synth area share, %
DFF	158	158	48.0
AOI/OAI and AO/OA	309	309	24.4
buffers and inverters	94	88	4.83
muxes	42	42	6.03
other	1	2	0.0455
adders and majority gates	13	13	2.06
and+or+nand+nor	250	250	13.3
xor gates and xnor gates	13	13	1.38
worst paths after layout:
check / slack, ns / cells after the start / startpoint / endpoint
min in group asynchronous: 0.70 / 1 / i_rst_n / rd_addr[0]$_DFFE_PN0P_
worst max-delay path: 2.41 / 6 / count[1]$_DFFE_PN0P_ / u_tp_ram.data_buffer[6][1]$_DFFE_PN0N_
max in group asynchronous: 4.02 / 2 / i_rst_n / u_tp_ram.data_buffer[2][0]$_DFFE_PN0N_
worst max register to register: 2.41 / 6 / count[1]$_DFFE_PN0P_ / u_tp_ram.data_buffer[6][1]$_DFFE_PN0N_
worst min-delay path: 0.48 / 1 / u_tp_ram.dout_buff[5]$_DFFE_PN0P_ / u_tp_ram.dout_buff[5]$_DFFE_PN0P_
worst min register to register: 0.48 / 1 / u_tp_ram.dout_buff[5]$_DFFE_PN0P_ / u_tp_ram.dout_buff[5]$_DFFE_PN0P_
synth_stat cells, types with 11 or more instances:
cell                       instances
sky130_fd_sc_hd__nand2_1         174
sky130_fd_sc_hd__dfrtp_1         158
sky130_fd_sc_hd__o21ai_0         147
sky130_fd_sc_hd__clkbuf_1         50
sky130_fd_sc_hd__a22oi_1          27
sky130_fd_sc_hd__mux2_2           21
sky130_fd_sc_hd__nand3_1          21
sky130_fd_sc_hd__a222oi_1         18
sky130_fd_sc_hd__a21oi_1          17
sky130_fd_sc_hd__a22o_1           17
sky130_fd_sc_hd__mux2i_1          17
sky130_fd_sc_hd__inv_1            14
sky130_fd_sc_hd__o21ai_1          13
sky130_fd_sc_hd__a221oi_1         12
sky130_fd_sc_hd__ha_1             12
sky130_fd_sc_hd__xnor2_1          12
sky130_fd_sc_hd__buf_2            11
No activity file was given, so power comes from the tool's default toggle rates.
