==> flow/design.v <==
`timescale 1ns / 1ps
module DualRAM
#(				
    parameter   ADDR_WIDTH   =   9 ,
    parameter   DATA_WIDTH   =   8   
)
(
    input                               wrst_n  	,
    input                               wclk        ,
    input                               wren      	,
    input   [ADDR_WIDTH - 1:0]          waddr       ,
    input   [DATA_WIDTH - 1:0]          wdata       ,        
    input                               rden        ,
    input   [ADDR_WIDTH - 1:0]          raddr       ,
    output  [DATA_WIDTH - 1:0]          rdata       	
);
localparam  depth   =   1 << ADDR_WIDTH ;
integer     i   ;
reg     [DATA_WIDTH - 1:0]  data_buffer[depth - 1:0]   ;                    
assign  rdata = data_buffer[raddr]   	;
assign  rdata = data_buffer[raddr]   	;
assign  rdata = data_buffer[raddr]   	;
always @(posedge wclk or negedge wrst_n)begin
if(!wrst_n)
    for(i = 0; i < depth ;i = i + 1)
        data_buffer[i]     <= 0                	;
else if(wren) 
    data_buffer[waddr]     <= wdata             ;
else
    data_buffer[waddr]     <= data_buffer[waddr];  
end
endmodule
`timescale 1ns / 1ps
module async_fifo
#(				
    parameter   ADDR_WIDTH   =   4 ,
    parameter   DATA_WIDTH   =   8   
)
(
    input                               i_wrst_n  		,
    input                               i_wclk    		,
    input                               i_w_en  		,
	input   [DATA_WIDTH - 1:0]          i_wdata    		,
  	output   						    o_wfull		    ,
	input                               i_rrst_n  		,
    input                               i_rclk    		,
    input                               i_r_en  		,
	output  [DATA_WIDTH - 1:0]          o_rdata    		,
  	output   						    o_rempty		  	 
);
localparam  depth   =   1 << ADDR_WIDTH ;
integer     i   ;
reg		[ADDR_WIDTH    :0]	count					   ;
reg		[ADDR_WIDTH - 1:0]	wr_addr					   ;
reg		[ADDR_WIDTH - 1:0]	rd_addr					   ;
reg							wfull					   ;                  
reg		[ADDR_WIDTH    :0]	wbin					   ;
reg     [ADDR_WIDTH    :0]  wptr                       ;
reg							rempty					   ;                  
reg		[ADDR_WIDTH    :0]	rbin					   ;
reg     [ADDR_WIDTH    :0]  rptr                       ;
reg		[ADDR_WIDTH    :0]	wq1_rptr				   ;
reg		[ADDR_WIDTH    :0]	wq2_rptr				   ;
reg		[ADDR_WIDTH    :0]	rq1_wptr				   ;
reg		[ADDR_WIDTH    :0]	rq2_wptr				   ;
wire						ram_wr_en				   ;
wire						ram_rd_en				   ;
wire	[ADDR_WIDTH - 1:0]	waddr					   ;
wire	[ADDR_WIDTH - 1:0]	raddr					   ;
wire						duam_ram_en				   ;
wire						wfull_val				   ;
wire	[ADDR_WIDTH    :0]	wgraynext				   ;
wire	[ADDR_WIDTH    :0]	wbinnext				   ;
wire						rempty_val				   ;
wire	[ADDR_WIDTH    :0]	rgraynext				   ;
wire	[ADDR_WIDTH    :0]	rbinnext				   ;
DualRAM
#(				
    .ADDR_WIDTH   (ADDR_WIDTH),
    .DATA_WIDTH   (DATA_WIDTH)  
)
u_DualRAM(
    .wrst_n  	(i_wrst_n	),
    .wclk       (i_wclk		),
    .wren      	(i_w_en		), 
    .waddr      (waddr		),
    .wdata      (i_wdata	),      
    .rden       (i_r_en		),
    .raddr      (raddr		),
    .rdata      (o_rdata	)
);
assign	o_rempty 	= rempty			;
assign	o_wfull 	= wfull				;
assign	duam_ram_en = i_w_en & (~wfull)	;
always @(posedge i_wclk or negedge i_wrst_n)begin
if(!i_wrst_n)
    {wq2_rptr , wq1_rptr}    <=  0                     ;
else    
    {wq2_rptr , wq1_rptr}    <=  {wq1_rptr , rptr  }   ;
end
always @(posedge i_rclk or negedge i_rrst_n)begin
if(!i_rrst_n)
    {rq2_wptr , rq1_wptr}    <=  0                     ;
else    
    {rq2_wptr , rq1_wptr}    <=  {rq1_wptr ,   wptr}   ;
end
assign wbinnext 	= (~wfull) ? (wbin + i_w_en) : wbin;
assign wgraynext	= (wbinnext >> 1) ^  wbinnext  	   ;	 
assign waddr		= wbin[ADDR_WIDTH - 1:0]  		   ;
assign wfull_val	= (wgraynext == {~wq2_rptr[ADDR_WIDTH : ADDR_WIDTH -1],wq2_rptr[ADDR_WIDTH - 2: 0]})  	   ;													    
always @(posedge i_rclk or negedge i_rrst_n)begin
if(!i_rrst_n) begin
    wbin          	<=  0                    ;	 
	wptr          	<=  0                    ;	 
	end
else  begin  
    wbin          	<=  wbinnext             ;	 
	wptr          	<=  wgraynext            ;	
	end
end
always @(posedge i_rclk or negedge i_rrst_n)begin
if(!i_rrst_n) begin
    wfull          	<=  0                    ;	  
	end
else  begin  
    wfull          	<=  wfull_val           ;	 
	end
end
assign rbinnext 	= (~rempty) ? (rbin + i_r_en) : rbin   ;
assign rgraynext	= (rbinnext >> 1) ^  rbinnext  		   ;	 
assign raddr		= rbin[ADDR_WIDTH - 1:0]  		  	   ;
assign rempty_val	= (rgraynext == rq2_wptr)  		   	   ;
always @(posedge i_rclk or negedge i_rrst_n)begin
if(!i_rrst_n) begin
    rbin          	<=  0                    ;	 
	rptr          	<=  0                    ;	 
	end
else  begin  
    rbin          	<=  rbinnext             ;	 
	rptr          	<=  rgraynext            ;	
	end
end
always @(posedge i_rclk or negedge i_rrst_n)begin
if(!i_rrst_n) begin
    rempty          <=  1                    ;	  
	end
else  begin  
    rempty          <=  rempty_val           ;	 
	end
end
endmodule
==> flow/run.sh <==
#!/bin/bash
# OpenROAD 26Q1-2900-gdf79404cd8, Yosys 0.63+post, stock flow scripts
make -C /OpenROAD-flow-scripts/flow DESIGN_CONFIG=/design/flow/config.mk WORK_HOME=/design/flow/orfs finish
==> flow/config.mk <==
export PLATFORM = sky130hd
export DESIGN_NAME = async_fifo
export DESIGN_NICKNAME = async_fifo
export VERILOG_FILES = /design/flow/design.v
export SDC_FILE = /design/flow/constraint.sdc
export NUM_CORES = 4
export LEC_CHECK = 1
export CORE_UTILIZATION = 40
==> flow/constraint.sdc <==
current_design async_fifo

set clk_period 2.8
set clk_io_pct 0.2

create_clock -name clk0 -period $clk_period [get_ports {i_rclk}]
create_clock -name clk1 -period $clk_period [get_ports {i_wclk}]

set non_clock_inputs [all_inputs -no_clocks]
set_input_delay [expr $clk_period * $clk_io_pct] -clock clk0 $non_clock_inputs
set_output_delay [expr $clk_period * $clk_io_pct] -clock clk0 [all_outputs]
==> results.sh <==
# source this file to load flow results
export IMPL_yosys_stat_seqShare_pct=45.5
export IMPL_drc=0
export IMPL_ff_type="dfrtp_1"
export IMPL_syn_avg_cell_area_um2=9.41
export IMPL_max_cap_violations=0
export IMPL_logic_area_um2=4760
export IMPL_drt_iter0_drc=742
export IMPL_synth_top_cell_by_area="dfrtp_1"
export IMPL_synth_stat_cells=982
export IMPL_track_usage_pct=30.8
export IMPL_grtUsageMet2_pct=44.1
export IMPL_grt_overflow=0
export IMPL_fin_area_um2=11700
export IMPL_std_cell_rows=55
export IMPL_cp_end_kind="output port"
export IMPL_synth_warnings=11
export IMPL_syn_area_um2=9240
export IMPL_critPathLaunchType="flop"
export IMPL_use_met3_pct=10.9
export IMPL_violations="setup timing"
export IMPL_worstMarginPinSlew_ns=0.805
export IMPL_post_drt_via_cell_ratio=5.95
export IMPL_drv_slew=0
export IMPL_die_area_um2=23700
export IMPL_cts_sinks=168
export IMPL_grt_pass1_vias=8101
export IMPL_fin_ws_ns=-0.0820
export IMPL_switchingPower_mw=7.49
export IMPL_cts_tree="built"
export IMPL_ioPinCount=24
export IMPL_core_area_um2=22600
export IMPL_arrival_ns=2.32
export IMPL_rsz0062_at_grt="yes"
export IMPL_dp_hpwl_mm=23.2
export IMPL_leakage_nw=5.07
export IMPL_hold_violations=0
export IMPL_fill_cells=1968
export IMPL_p_int_mw=9.97
export IMPL_drt_first_pass_iters=7
export IMPL_grt_use_met1_pct=43.8
export IMPL_clkSlewWorstSetupHoldPaths_ns=0.06
export IMPL_power_density_nw_per_um2=1500
export IMPL_outcome="finished with violations"
export IMPL_regArea_um2=4210
export IMPL_rrSetupSlack_ns=0.29
export IMPL_postPlaceCellArea_um2=10400
export IMPL_syn_to_final_growth_pct=26.4
export IMPL_grt_max_degree=72
export IMPL_path_max_fanout=13
export IMPL_critPathSlowestCell="dfrtp_2"
export IMPL_wl_mm=34.1
export IMPL_top_cell_area_share_pct=45.2
export IMPL_synth_chip_area_um2=9240
export IMPL_path_delay_family="buffers and inverters"
export IMPL_gp_congestion=1.03
export IMPL_cp_num_buf_inv=4
export IMPL_floorplan_core_util_pct=40.8
export IMPL_top_cells_by_count="nand2_1 (237), dfrtp_1 (167), o21ai_0 (87)"
export IMPL_ys_flops=168
export IMPL_worstSetupPathType="reg2out"
export IMPL_skew_ns=0.0107
export IMPL_num_vias=8276
export IMPL_ir_worst_vdd_uv=565
export IMPL_p_sw_share_pct=42.9
export IMPL_synth_edff_count=0
export IMPL_pwr_share_seq_pct=28.7
export IMPL_ys_types=70
export IMPL_antennaDiodeCount=0
export IMPL_cpPeakStageDelay_ns=0.45
export IMPL_async_flop_share_pct=100
export IMPL_topCellsByArea="dfrtp_1 (45%), nand2_1 (9.6%), o21ai_0 (4.7%), mux2_2 (4.0%), o21ai_2 (2.2%)"
export IMPL_cp_required_ns=2.24
export IMPL_busiest_layer="met2"
export IMPL_drtAntennaViolNets=0
export IMPL_power_share_clock_pct=16.4
export IMPL_synthCells=982
export IMPL_fp_dieW_um=154
export IMPL_yosysMostFrequentCell="nand2_1"
export IMPL_relSlewSlack_pct=46.1
export IMPL_drive_gt1_share_pct=26.8
export IMPL_warnings=28
export IMPL_antenna_found_initial=0
export IMPL_worstHoldPathType="in2async"
export IMPL_combPwrFrac_pct=54.9
export IMPL_wl_per_cell_um=24.5
export IMPL_portBuffers=22
export IMPL_die_y_um=154
export IMPL_grt_pass1_wl_mm=50.8
export IMPL_worstPathCellList="buf_4, buf_12, buf_16, and3b_1, a21oi_2, o22ai_2, a22o_1, o22a_1, clkdlybuf4s50_1"
export IMPL_setup_viol=3
export IMPL_fin_util_pct=51.6
## layout make-up
cell class / count / share of cell area, %
flip-flops and latches: 168 / 36.1
clock buffers: 30 / 5.40
inverters: 18 / 0.589
well taps: 285 / 3.05
clock inverters: 10 / 1.04
repair buffers: 156 / 13.1
multi-input cells: 723 / 40.8
## final timing paths
check                                  startpoint                                       to  cells past startpoint
max in group asynchronous                i_rrst_n                         rempty$_DFF_PN1_                      2
worst min register to register  rptr[3]$_DFF_PN0_                    wq1_rptr[3]$_DFF_PN0_                      0
min in group clk1               rptr[3]$_DFF_PN0_                    wq1_rptr[3]$_DFF_PN0_                      0
max in group clk1               wbin[2]$_DFF_PN0_  u_DualRAM.data_buffer[5][2]$_DFFE_PN0N_                      7
worst max register to register  wbin[2]$_DFF_PN0_  u_DualRAM.data_buffer[5][2]$_DFFE_PN0N_                      7
worst min-delay path                     i_wrst_n  u_DualRAM.data_buffer[7][0]$_DFFE_PN0N_                      1
worst max-delay path            rbin[3]$_DFF_PN0_                               o_rdata[2]                      9
min in group clk0               wptr[3]$_DFF_PN0_                    rq1_wptr[3]$_DFF_PN0_                      0
## through the flow
stage	worst slack [ns]	setup TNS [ns]	instances	hold slack (ns)	power [mW]
2_1_floorplan	0.489	0	982	0.264	9.90
3_3_place_gp	0.0301	0	1322	0.332	13.5
3_5_place_dp	0.0742	0	1322	0.335	13.5
4_1_cts	-0.115	-0.316	1379	0.0687	17.1
5_1_grt	-0.156	-0.349	1390	0.0821	18.4
6_report	-0.0820	-0.140	1390	0.0577	17.5
## cells by family (layout without fill, tap and decap cells)
| family | after synthesis | after routing | synth area share (%) |
|---|---|---|---|
| flops | 168 | 168 | 45.5 |
| simple gates | 357 | 357 | 17.2 |
| buf+inv | 91 | 214 | 5.03 |
| xor+xnor | 26 | 26 | 2.84 |
| compound gates | 280 | 280 | 21.7 |
| fa+ha+maj | 4 | 4 | 0.542 |
| mux | 56 | 56 | 7.25 |
## placed cells by master, fill, tap and decap left out, types with 11 or more instances in the layout
cell type,synthesis,final
nor2_1,28,21
dfrtp_1,167,162
nand2_1,237,236
a22o_1,11,11
a22oi_1,21,20
mux2_2,33,33
a21oi_1,16,14
o31ai_1,15,15
o21ai_0,87,79
nand3_1,18,18
clkbuf_16,0,22
clkdlybuf4s50_1,0,15
mux2i_1,14,12
nor2b_1,22,17
o21ai_1,12,18
inv_1,17,17
o21ai_2,23,25
o22ai_1,21,19
a221o_1,11,11
buf_4,6,106
buf_12,0,17
xnor2_1,16,16
## state kept, by name (all words and copies together), names as in the netlist
name	cells
rq1_wptr	5
rq2_wptr	5
wq2_rptr	5
rempty	1
wptr	4
u_DualRAM.data_buffer	128
rbin	5
wfull	1
rptr	4
wq1_rptr	5
wbin	5
## timing repair
action / in CTS / in global routing
gates resized: 57 / 25
buffers inserted: 14 / 11
hold buffers: 0 / 0
gates cloned: 3 / 0
pin swaps: 19 / 13
endpoints found under the setup margin: 8 / 7
## routing by layer
layer,vias up,part of all wire (%),wire [um]
li1,3739,-,-
met1,3974,41,14100
met2,455,43,14600
met3,108,10,3560
met4,0,5.1,1730
met5,-,0,0
## power by group through the flow
stage	clock, mW	combinational (mW)	sequential [mW]
final	2.86	9.59	5.01
after global routing	3.00	10.3	5.13
after CTS	2.90	9.19	4.97
No activity file was given, so power comes from the tool's default toggle rates.
