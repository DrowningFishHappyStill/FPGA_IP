File: /design/flow/run.sh
#!/bin/bash
# OpenROAD 26Q1-2900-gdf79404cd8, Yosys 0.63+post, stock flow scripts
make -C /OpenROAD-flow-scripts/flow DESIGN_CONFIG=/design/flow/config.mk WORK_HOME=/design/flow/orfs finish
File: /design/flow/config.mk
export PLATFORM = sky130hd
export DESIGN_NAME = sp_ram
export DESIGN_NICKNAME = sp_ram
export VERILOG_FILES = /design/flow/design.v
export SDC_FILE = /design/flow/constraint.sdc
export NUM_CORES = 4
export LEC_CHECK = 1
export CORE_UTILIZATION = 50
File: /design/flow/constraint.sdc
current_design sp_ram

set clk_period 41.9
set clk_io_pct 0.2

create_clock -name clk0 -period $clk_period [get_ports {clk}]

set non_clock_inputs [all_inputs -no_clocks]
set_input_delay [expr $clk_period * $clk_io_pct] -clock clk0 $non_clock_inputs
set_output_delay [expr $clk_period * $clk_io_pct] -clock clk0 [all_outputs]
File: /design/flow/design.v
`timescale 1ns / 1ps
module sp_ram
#(				
    parameter   ADDR_WIDTH   =   9 ,
    parameter   DATA_WIDTH   =   8   
)
(
    input                               rst_n     ,
    input                               clk     ,
    input                               en      ,
    input                               wen     , 
    input   [DATA_WIDTH - 1:0]          din     ,
    input   [ADDR_WIDTH - 1:0]          addr    ,
    output  reg  [DATA_WIDTH - 1:0]     dout    
);
localparam  depth   =   1 << ADDR_WIDTH ;
integer     i   ;
reg     [DATA_WIDTH - 1:0]  data_buffer[depth - 1:0]   ;                    
always @(posedge clk or negedge rst_n)begin
if(!rst_n)
    for(i = 0; i < depth ;i = i + 1)
        data_buffer[i]       <= 0                   ;
else if(en  && wen) 
    data_buffer[addr]       <= din                  ;
else
    data_buffer[addr]       <= data_buffer[addr]    ;  
end
always @(posedge clk or negedge rst_n)begin
if(!rst_n)
    dout             <=  0                   ;
else if(en && (~wen))   
    dout             <= data_buffer[addr]    ;
else
    dout             <=  0                   ;  
end
endmodule
==> flow_metrics.py <==
# Auto-generated metrics
metrics = {
    "floorplan": {
        "std_cell_rows": 220,
        "initCoreUtil_pct": 50.4,
        "die_w_um": 604,
        "num_io_pins": 29,
        "die_h_um": 604,
    },
    "clock_tree": {
        "post_cts_resized": 0,
        "clock_path_buffers": 4,
        "cts_setup_buffers": 0,
        "clock-root-buffer": "clkbuf_16",
        "cts.sinks": 4104,
        "h-tree-depth": 5,
        "hold_buffers": 0,
        "cts_buffers": 434,
    },
    "status": {
        "haltStage": "5_1_grt",
        "firstError": "[ERROR GRT-0116] Global routing finished with congestion. Check the congestion regions in the DRC Viewer.",
        "status": "aborted with a tool error",
    },
    "place": {
        "port_buffers": 28,
        "dpl.hpwl_um": 1080000,
        "dp.cells": 23700,
        "place_congestion": 1.41,
        "place_ws_ns": 23.00,
        "place_area_um2": 195000,
    },
    "global_routing": {
        "grt.total_usage_pct": 90.8,
        "grt_pass1_wl_um": 2120000,
        "grt_pass1_vias": 211000,
        "grt_max_degree": 121,
        "overflow": 685,
    },
    "yosys": {
        "edf_count": 0,
        "yosysTopAreaCellShare_pct": 56.6,
        "ys_ff": 4104,
        "postSynthSeqShare_pct": 56.6,
        "ys_cells": 19000,
        "async_flop_share_pct": 100,
        "yosysWarningCount": 2,
        "synth_cell_type_count": 89,
        "postSynthCellCount": 19000,
        "ff_type": "dfrtp_1",
        "top_area_cell": "dfrtp_1",
        "syn-cell-area_um2": 181000,
        "synth_chip_area_um2": 181000,
        "synth.avg_cell_area_um2": 9.56,
        "synthTopCellsByArea": "dfrtp_1 (57%), nand2_1 (7.5%), o21ai_0 (6.8%)",
    },
}
per-layer routing:
metal,overflow,global-route usage (%)
met1,99,92.6
met2,244,95.0
met3,137,88.0
met4,182,84.9
met5,23,80.1
synth_stat cells (256+ instances only):
library cell / instances
dfrtp_1: 4104
nand2_1: 3614
o21ai_0: 2469
nor2_1: 1310
a22oi_1: 1290
clkbuf_1: 843
o21ai_1: 583
a31oi_1: 560
buf_1: 462
nor3_1: 443
a21oi_2: 440
buf_2: 326
nand4_1: 311
nand3_1: 296
a22o_1: 256
through the flow:
step	total power, W	utilization [%]
detailed placement	0.00574	54.2
global placement	0.00572	54.2
floorplan	0.00509	-
CTS	0.00982	58.4
kinds of logic after synthesis:
family	count (synthesis)	share of synthesized area, %
flops	4104	56.6
compound gates	6495	22.8
buf+inv	1832	4.74
simple gates	6468	15.3
xor+xnor	4	0.0193
mux	85	0.509
No activity file was given, so power comes from the tool's default toggle rates.
